`config.mk`:
```
export PLATFORM = sky130hd
export DESIGN_NAME = hv_wait
export DESIGN_NICKNAME = hv_wait
export VERILOG_FILES = /design/flow/design.v
export SDC_FILE = /design/flow/constraint.sdc
export NUM_CORES = 4
export LEC_CHECK = 1
export CORE_UTILIZATION = 30
```
`run.sh`:
```
#!/bin/bash
# OpenROAD 26Q1-2900-gdf79404cd8, Yosys 0.63+post, stock flow scripts
make -C /OpenROAD-flow-scripts/flow DESIGN_CONFIG=/design/flow/config.mk WORK_HOME=/design/flow/orfs finish
```
`constraint.sdc`:
```
current_design hv_wait

set clk_period 1.0
set clk_io_pct 0.2

create_clock -name clk0 -period $clk_period [get_ports {clk}]

set non_clock_inputs [all_inputs -no_clocks]
set_input_delay [expr $clk_period * $clk_io_pct] -clock clk0 $non_clock_inputs
set_output_delay [expr $clk_period * $clk_io_pct] -clock clk0 [all_outputs]
```
`design.v`:
```
interface vga_if;
    logic [10:0] vcount;
    logic [10:0] hcount;
    logic vblnk;
    logic hblnk;
    logic vsync;
    logic hsync;
    logic [11:0] rgb;
    modport in (
        input vcount, hcount, vblnk, hblnk, vsync, hsync, rgb
    );
    modport out (
        output vcount, hcount, vblnk, hblnk, vsync, hsync, rgb
    );
endinterface
`timescale 1 ns / 1 ps
module hv_wait (
    vga_if.in vii, 
    vga_if.out vio,
    input  logic clk,
    input  logic rst
);
vga_if vga_nxt ();
vga_if vga_nxt_1 ();
always_ff @(posedge clk) begin 
    if (rst) begin
        vga_nxt_1.vcount <= '0;
        vga_nxt_1.vsync  <= '0;
        vga_nxt_1.vblnk  <= '0;
        vga_nxt_1.hcount <= '0;
        vga_nxt_1.hsync  <= '0;
        vga_nxt_1.hblnk  <= '0;
    end else begin
        vga_nxt_1.vcount <= vii.vcount;
        vga_nxt_1.vsync  <= vii.vsync;
        vga_nxt_1.vblnk  <= vii.vblnk;
        vga_nxt_1.hcount <= vii.hcount;
        vga_nxt_1.hsync  <= vii.hsync;
        vga_nxt_1.hblnk  <= vii.hblnk;
    end
end
always_ff @(posedge clk) begin 
    if (rst) begin
        vga_nxt.vcount <= '0;
        vga_nxt.vsync  <= '0;
        vga_nxt.vblnk  <= '0;
        vga_nxt.hcount <= '0;
        vga_nxt.hsync  <= '0;
        vga_nxt.hblnk  <= '0;
    end else begin
        vga_nxt.vcount <= vga_nxt_1.vcount;
        vga_nxt.vsync  <= vga_nxt_1.vsync;
        vga_nxt.vblnk  <= vga_nxt_1.vblnk;
        vga_nxt.hcount <= vga_nxt_1.hcount;
        vga_nxt.hsync  <= vga_nxt_1.hsync;
        vga_nxt.hblnk  <= vga_nxt_1.hblnk;
    end
end
always_ff @(posedge clk) begin 
    if (rst) begin
        vio.rgb    <= '0;
        vio.vcount <= '0;
        vio.vsync  <= '0;
        vio.vblnk  <= '0;
        vio.hcount <= '0;
        vio.hsync  <= '0;
        vio.hblnk  <= '0;
    end else begin
        vio.vcount <= vga_nxt.vcount;
        vio.vsync  <= vga_nxt.vsync;
        vio.vblnk  <= vga_nxt.vblnk;
        vio.hcount <= vga_nxt.hcount;
        vio.hsync  <= vga_nxt.hsync;
        vio.hblnk  <= vga_nxt.hblnk;
        vio.rgb    <= vii.rgb;
    end
end
endmodule
```
==> qor.yml <==
wire_per_inst_um: 8.34
crit_path_cell_trace: "buf_2"
layout.cells.non_filler: 169
regMostFlops: "vio.rgb"
route.detailed.drc: 0
critPathMaxStageDelay_ps: 320
hold_viol: 0
max_freq_mhz: 1080
drv_cap: 0
yosysUniqueCellTypes: 6
dieHeight_um: 60.8
cts_tree: "done"
fin_skew_ps: 2.95
grt_first_pass_wirelength_mm: 2.04
power_leakage_nw: 0.615
syn_to_final_growth_pct: 31.4
critPathTopFamily: "flip-flops"
grt_busiest_layer: "met2"
ant_nets: 0
ys_cells: 84
tool_warnings: 45
crit_path_max_fanout: 1
fin_crit_sh_pct: 92.5
io_pins: 78
postCtsSetupBuffers: 0
clk_pin_slew_ps: 80
syn_inst: 84
grt_pass1_vias: 474
rsz0062_at_grt: "no"
dp.cells: 162
arrival_ps: 720
cp.required_ps: 800
setup_viol_count_final: 0
port_buffers: 37
irDropWorstVdd_mv: 0.818
met3_usage_pct: 5.18
grtUsageTotal_pct: 7.76
clock_sinks: 30
start_kind: "flip-flop"
gp_congestion: 0.683
antenna_found_initial: 0
layout_min_cycle_time_ps: 925
num_antenna_cells: 0
cts_buffers: 5
num-fill-cells: 330
netlist_area_um2: 1040
globalRouteMet2Util_pct: 11.0
chip_area_um2: 3690
power_density_nw_per_um2: 1750
grt_max_degree: 31
finalSetupTns_ps: 0
vias: 584
hold_buffers: 0
htree_levels: 2
dp_hpwl_um: 980
initCoreUtil_pct: 32.9
grt_util_met1_pct: 9.82
cp_num_buf_inv: 1
clkLatencyLatePin_ps: 310
cp-end-kind: "output pin"
ys_chip_area_um2: 1040
ys_warn_count: 109
largest_reg_flops: 12
drt_iter0_markers: 4
hold-worst-slack_ps: 438
core_um2: 3150
hold_class: "flip-flop to flip-flop"
slowest_stage: "dfxtp_2"
status: "completed"
clockBufferDepth: 2
drt-pass1-iter-count: 2
ys_ff: 30
routed_wl_mm: 1.41
grt_remaining_overflow: 0
root_buffer: "clkbuf_4"
slew_violations: 0
ys_seq_share_pct: 58.0
avgSynthCellArea_um2: 12.3
drive_above_1_share_pct: 40.8
cts_resized: 55
critical_path_class: "flip-flop to output pin"
dieWidth_um: 60.8
viasPerCell: 3.46
rows: 20
fin_util_pct: 43.2
==> area by class of cell <==
cell class	count	area, µm²	area share (%)
flip-flops and latches	30	602	44.2
clock inverters	1	30.0	2.21
multi-input cells	50	323	23.7
repair buffers	38	300	22.1
well taps	44	55.1	4.04
clock buffers	6	51.3	3.77
==> routing by layer <==
| layer | part of all wire, % | up-vias |
|---|---|---|
| met5 | 0 | - |
| met4 | 2.4 | 0 |
| met3 | 16 | 4 |
| met2 | 44 | 36 |
| met1 | 38 | 255 |
| li1 | - | 289 |
==> cells in the mapped netlist <==
cell type | number | area (µm²)
conb_1 | 1 | 3.75
dfxtp_1 | 30 | 601
buf_6 | 3 | 33.8
nor2b_2 | 24 | 210
nor2b_1 | 6 | 37.5
buf_4 | 20 | 150
==> path summary, 6_finish.rpt <==
check,from,slack (ps),cells past startpoint,end
min,vga_nxt_1.vcount,440,1,vga_nxt.vcount[0]
max reg2reg,vga_nxt_1.hsync,460,1,vga_nxt.hsync
max,vio.hcount[0],80,1,vio.hcount[0]
min reg2reg,vga_nxt_1.vcount,440,1,vga_nxt.vcount[0]
==> power by group <==
part           total, mW  internal (mW)  switching, mW
clock network      0.944          0.582          0.362
logic              0.177          0.130         0.0472
registers           1.26           1.25        0.00926
total               2.38           1.96          0.419
==> cells by family (layout without fill, tap and decap cells) <==
family / after synthesis / in the layout / share of synthesized area (%)
other: 1 / 20 / 0.362
DFF: 30 / 30 / 58.0
and+or+nand+nor: 30 / 30 / 23.9
buffers and inverters: 23 / 45 / 17.8
==> stage by stage <==
step                power [mW]  setup WS (ps)  cell area, µm²
finish                    2.38           75.2            1360
global route              2.51           15.8            1360
CTS                       2.43           41.9            1360
detailed placement        1.50           -130            1370
global placement          1.50           -122            1370
floorplan                 1.41            489            1110
==> cells in the final DEF (no fill, tap or decap) <==
cell | synthesis | routed
nor2b_1 | 6 | 6
dfxtp_1 | 30 | 29
clkbuf_8 | 0 | 1
nor2b_2 | 24 | 24
clkdlybuf4s50_1 | 0 | 19
dfxtp_2 | 0 | 1
buf_2 | 0 | 18
bufinv_16 | 0 | 1
conb_1 | 1 | 20
clkbuf_4 | 0 | 5
buf_12 | 0 | 1
Power and IR drop assume default switching activity.
