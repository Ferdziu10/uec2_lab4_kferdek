--- flow/run.sh ---
#!/bin/bash
# OpenROAD 26Q1-2900-gdf79404cd8, Yosys 0.63+post, stock flow scripts
make -C /OpenROAD-flow-scripts/flow DESIGN_CONFIG=/design/flow/config.mk WORK_HOME=/design/flow/orfs finish
--- flow/config.mk ---
export PLATFORM = sky130hd
export DESIGN_NAME = rgb_wait
export DESIGN_NICKNAME = rgb_wait
export VERILOG_FILES = /design/flow/design.v
export SDC_FILE = /design/flow/constraint.sdc
export NUM_CORES = 4
export LEC_CHECK = 1
export CORE_AREA = 10 10 109 109
export DIE_AREA = 0 0 119 119
--- flow/constraint.sdc ---
current_design rgb_wait

set clk_period 1.0
set clk_io_pct 0.2

create_clock -name clk0 -period $clk_period [get_ports {clk}]

set non_clock_inputs [all_inputs -no_clocks]
set_input_delay [expr $clk_period * $clk_io_pct] -clock clk0 $non_clock_inputs
set_output_delay [expr $clk_period * $clk_io_pct] -clock clk0 [all_outputs]
--- flow/design.v ---
interface vga_if;
    logic [10:0] vcount;
    logic [10:0] hcount;
    logic vblnk;
    logic hblnk;
    logic vsync;
    logic hsync;
    logic [11:0] rgb;
    modport in (
        input vcount, hcount, vblnk, hblnk, vsync, hsync, rgb
    );
    modport out (
        output vcount, hcount, vblnk, hblnk, vsync, hsync, rgb
    );
endinterface
`timescale 1 ns / 1 ps
module rgb_wait (
    vga_if.in vii, 
    vga_if.out vio,
    input  logic clk,
    input  logic rst
);
vga_if vga_nxt ();
vga_if vga_nxt_1 ();
always_ff @(posedge clk) begin 
    if (rst) begin
        vga_nxt_1.rgb    <= '0;
    end else begin
        vga_nxt_1.rgb    <= vii.rgb;
    end
end
always_ff @(posedge clk) begin 
    if (rst) begin
        vga_nxt.rgb    <= '0;
    end else begin
        vga_nxt.rgb    <= vga_nxt_1.rgb;
    end
end
always_ff @(posedge clk) begin 
    if (rst) begin
        vio.rgb    <= '0;
        vio.vcount <= '0;
        vio.vsync  <= '0;
        vio.vblnk  <= '0;
        vio.hcount <= '0;
        vio.hsync  <= '0;
        vio.hblnk  <= '0;
    end else begin
        vio.vcount <= vii.vcount;
        vio.vsync  <= vii.vsync;
        vio.vblnk  <= vii.vblnk;
        vio.hcount <= vii.hcount;
        vio.hsync  <= vii.hsync;
        vio.hblnk  <= vii.hblnk;
        vio.rgb    <= vga_nxt.rgb;
    end
end
endmodule
==> results_dict.tcl <==
# implementation run metrics
set metrics [dict create \
    status "complete, no violations" \
    netlist_area_sq_um 968 \
    cts_tree "yes" \
    ant_nets 0 \
    hpwl_microns 2040 \
    clkPwrFrac_pct 38.5 \
    cts_max_path_buffers 2 \
    slew_violations 0 \
    portBuffers 55 \
    edf_count 0 \
    cap_violations 0 \
    most_common_cell "dfxtp_1" \
    chipHeight_microns 119 \
    topCellsByArea "dfxtp_1 60%, nor2b_4 14%, buf_4 8.5%, nor2b_1 7.8%, and2b_1 5.4%" \
    dr.pass1.iters 2 \
    antenna_found_initial 0 \
    grt_pass1_wl_microns 4000 \
    grt_pass1_vias 676 \
    synth-seq-area-share_pct 59.9 \
    hold_start "rst" \
    crit_path_max_incr_delay_ns 0.31 \
    critPathBufInv 1 \
    rrSetupSlack_ns 0.46 \
    cp_max_fo 1 \
    route.detailed.wl_per_inst_microns 9.54 \
    skew_ns 0.00358 \
    cpLargestDelayFamily "flip-flops" \
    clk_latency_ns 0.28 \
    fmax_mhz 1040 \
    fp_util_pct 10.0 \
    regToRegStartpoint "vga_nxt_1.rgb$_SDFF_PP0_" \
    dpl-instance-area_sq_um 1630 \
    cts_setup_buffers 0 \
    clk_pin_slew_worst_paths_ns 0.07 \
    ir_drop_uv 400 \
    final.setup.tns_ns 0 \
    post-route-min-period_ns 0.959 \
    setup_slack_ns 0.0407 \
    drt_wl_total_microns 2550 \
    crit_path_start "vio.hcount[3]$_SDFF_PP0_" \
    combPwrFrac_pct 11.0 \
    overflow 0 \
    yosys-top-cells-count "29 x dfxtp_1, 12 x nor2b_1, 11 x buf_4" \
    worstSetupPathType "flop to primary output" \
    htree_levels 2 \
    warning_count 36 \
    drcViolationCount 0 \
    seq_area_sq_um 591 \
    row_count 36 \
    yosys.area.top_type "dfxtp_1" \
    hold_viol 0 \
    power_density_nw_per_um2 1480 \
    layout-drive-gt1-share_pct 29.1 \
    period_used_pct 95.9 \
    syn_inst 73 \
    num_vias 615 \
    power_frac_seq_pct 50.5 \
    area_growth_pct 70.5 \
    async_flop_share_pct 0 \
    gp_congestion 0.647 \
    p_leak_nw 0.700 \
    worstPathCellList "clkdlybuf4s15_1" \
    syn_avg_cell_area_sq_um 13.3 \
    synth-area-yosys_sq_um 968 \
    ios 78 \
    cts_sinks 29 \
    ys_types 9 \
    cp_slowest_cell "dfxtp_1" \
    grt_max_degree 19 \
    rsz0062_at_grt "false" \
    mi_logic_area_sq_um 307 \
    min_path_type "input pin to flop" \
    setup_viol_count_final 0 \
    finalPower_mw 2.44 \
    p_int_mw 1.92 \
    detail_route.antenna_diodes 0 \
    critPathRequiredTime_ns 0.80 \
    stdcell_area_sq_um 1650 \
    ys_warn_count 54 \
    swShare_pct 21.5 \
    ys.flop_type "dfxtp_1" \
    p_sw_mw 0.526 \
    coreArea_sq_um 9640 \
    place_ws_ns 0.0214 \
    ys.flops 29 \
    numCtsBuffers 5 \
    dieArea_sq_um 14200 \
    fill_cells 1097 \
    cts_root_buf "clkbuf_8" \
    worst_setup_path_end_kind "primary output" \
    hold_ws_ns 0.307 \
    drtIter0Drc 16 \
    setup.worst_path.start_class "flop" \
    crit_arrival_ns 0.76 \
    chipWidth_microns 119 \
    synth.top_cell.area_share_pct 59.9 \
    avgViaCountPerCell 2.30 \
    ys_cells 73 \
    grtUsageTotal_pct 3.54 \
]
sequential cells by signal, indices dropped and copies added, names as in the netlist:
name,count
vio.vcount,11
vga_nxt.rgb,1
vga_nxt_1.rgb,1
vio.vblnk,1
vio.hblnk,1
vio.hsync,1
vio.hcount,11
vio.rgb,1
vio.vsync,1
worst paths after layout:
| check | depth (start not counted) | end |
|---|---|---|
| worst max-delay path | 1 | vio.hcount[3] |
| worst min-delay path | 3 | vio.hcount[8]$_SDFF_PP0_ |
| worst max register to register | 1 | vga_nxt.rgb[0]$_SDFF_PP0_ |
| worst min register to register | 1 | vga_nxt.rgb[0]$_SDFF_PP0_ |
per-layer routing:
layer	global-route usage [%]	wire, microns	vias to the layer above
met5	0	0	-
met4	0.534	25	0
met3	2.97	382	4
met2	4.77	1020	49
met1	4.29	1120	248
li1	-	-	314
layout by cell type (no fill, tap or decap):
cell / instances
conb_1: 11
dfxtp_1: 21
nor2b_1: 12
clkbuf_1: 3
buf_2: 1
clkbuf_8: 5
buf_12: 1
clkbuf_2: 13
and2b_1: 7
nor2b_4: 10
clkdlybuf4s15_1: 14
dfxtp_2: 8
buf_4: 1
clkdlybuf4s50_1: 27
kinds of logic after synthesis:
family	count (synthesis)	synth area share [%]
DFF	29	59.9
and+or+nand+nor	29	27.4
buffers and inverters	14	12.3
other	1	0.387
final cells by class:
cell class | count | share of cell area (%)
clock buffer | 8 | 4.85
multi-input combinational | 40 | 18.6
sequential | 29 | 35.8
tap | 133 | 10.1
timing repair buffer | 57 | 30.8
repair_timing:
| item | in CTS | in global routing |
|---|---|---|
| hold buffers | 0 | 0 |
| resized | 54 | 21 |
| setup endpoints to repair | 27 | 15 |
| hold endpoints to repair | 0 | 0 |
| gates cloned | 0 | 0 |
| pin swaps | 0 | 0 |
power by group through the flow:
stage	Combinational (mW)	Sequential (mW)	Clock [mW]
6_report	0.270	1.23	0.940
4_1_cts	0.293	1.23	1.02
5_1_grt	0.297	1.24	1.06
metrics by stage:
step / utilization [%] / cells
final: 17.1 / 267
after global routing: 17.1 / 267
after CTS: 17.7 / 267
after detailed placement: 16.9 / 259
after global placement: 16.9 / 259
after floorplan: - / 83
Power is estimated from default activity; no workload was simulated.
