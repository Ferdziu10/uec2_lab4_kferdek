$ cat flow/run.sh
#!/bin/bash
# OpenROAD 26Q1-2900-gdf79404cd8, Yosys 0.63+post, stock flow scripts
make -C /OpenROAD-flow-scripts/flow DESIGN_CONFIG=/design/flow/config.mk WORK_HOME=/design/flow/orfs finish
$ cat flow/config.mk
export PLATFORM = sky130hd
export DESIGN_NAME = draw_rct_ctl
export DESIGN_NICKNAME = draw_rct_ctl
export VERILOG_FILES = /design/flow/design.v
export SDC_FILE = /design/flow/constraint.sdc
export NUM_CORES = 4
export LEC_CHECK = 1
export CORE_UTILIZATION = 40
$ cat flow/constraint.sdc
current_design draw_rct_ctl

set clk_period 7.9
set clk_io_pct 0.2

create_clock -name clk0 -period $clk_period [get_ports {clk}]

set non_clock_inputs [all_inputs -no_clocks]
set_input_delay [expr $clk_period * $clk_io_pct] -clock clk0 $non_clock_inputs
set_output_delay [expr $clk_period * $clk_io_pct] -clock clk0 [all_outputs]
$ cat flow/design.v
interface vga_if;
    logic [10:0] vcount;
    logic [10:0] hcount;
    logic vblnk;
    logic hblnk;
    logic vsync;
    logic hsync;
    logic [11:0] rgb;
    modport in (
        input vcount, hcount, vblnk, hblnk, vsync, hsync, rgb
    );
    modport out (
        output vcount, hcount, vblnk, hblnk, vsync, hsync, rgb
    );
endinterface
`timescale 1 ns / 1 ps
module draw_rct_ctl ( 
        input  logic [11:0] mouse_xpos,
        input  logic [11:0] mouse_ypos,
        input  logic clk,
        input  logic rst,
        input  logic mouse_left,
        input  logic mouse_right,
        output logic [11:0] xpos,
        output logic [11:0] ypos
        );
        logic [11:0] ypos_nxt;
        logic mouse_left_prv;
        logic left_nxt;
        logic [20:0] counter;
        logic [20:0] counter_nxt;
        logic [15:0] a;
        logic [15:0] a_nxt;
        logic [10:0] a_counter;
        logic [10:0] a_counter_nxt;
        logic [11:0] mouse_ypos_save;
        logic [11:0] mouse_ypos_save_nxt;
        logic bounce;
        logic bounce_nxt;
        always_ff @(posedge clk) begin 
            if (rst) begin
                xpos <= '0;
                ypos <= '0;
                mouse_left_prv <= '0;
                left_nxt <= '0;
                counter <= '0;
                a <= '0;
                a_counter <= '0;
                mouse_ypos_save <= '0;
                bounce <='0;
            end else begin
                mouse_left_prv <= mouse_left;
                xpos <= mouse_xpos;
                ypos <= ypos_nxt;
                mouse_ypos_save <= mouse_ypos_save_nxt;
                counter <= counter_nxt;
                a <= a_nxt;
                a_counter <= a_counter_nxt;
                bounce <= bounce_nxt;
                if (mouse_left_prv && !mouse_left) 
                    left_nxt <= 1;
                 else if (mouse_right)
                    left_nxt <= 0;
            end
        end
        always_comb begin 
            if (left_nxt && (ypos < 536) && !bounce ) begin
                if (counter >= 1000000) begin
                    ypos_nxt = ypos + 1;
                    counter_nxt = '0;  
                    mouse_ypos_save_nxt = mouse_ypos_save;
                    bounce_nxt = bounce;
                    if (a_counter == 12) begin
                        a_nxt = a + 1;
                        a_counter_nxt = '0;
                    end else begin
                        a_nxt = a;
                        a_counter_nxt = a_counter + 1;
                    end
                end else begin
                    ypos_nxt = ypos;
                    counter_nxt = counter + a + 1;
                    a_nxt = a;
                    a_counter_nxt = a_counter;
                    mouse_ypos_save_nxt = mouse_ypos_save;
                    bounce_nxt = bounce;
                end end else if (bounce && left_nxt && (ypos > mouse_ypos_save) ) begin
                    if (counter >= 1000000) begin
                        ypos_nxt = ypos - 1;
                        counter_nxt = '0;  
                        mouse_ypos_save_nxt = mouse_ypos_save;
                        bounce_nxt = bounce;
                        if (a_counter == 12) begin
                            a_nxt = a + 1;
                            a_counter_nxt = '0;
                        end else begin
                            a_nxt = a;
                            a_counter_nxt = a_counter + 1;
                        end
                    end else begin
                        ypos_nxt = ypos;
                        counter_nxt = counter - a + 40;
                        a_nxt = a;
                        a_counter_nxt = a_counter;
                        mouse_ypos_save_nxt = mouse_ypos_save;
                        bounce_nxt = bounce;
                    end 
                end
                else if (left_nxt && mouse_ypos_save < 502) begin
                ypos_nxt = ypos;
                a_nxt = '0;
                counter_nxt = '0;
                a_counter_nxt = '0;
                bounce_nxt = ~bounce;
                mouse_ypos_save_nxt = mouse_ypos_save + 60;
                end
                else if (left_nxt) begin
                    ypos_nxt = 536;
                    a_nxt = '0;
                    counter_nxt = '0;
                    a_counter_nxt = '0;
                    bounce_nxt = bounce;
                    mouse_ypos_save_nxt = mouse_ypos_save;
                end
            else begin
                ypos_nxt = mouse_ypos;
                a_nxt = '0;
                counter_nxt = '0;
                a_counter_nxt = '0;
                bounce_nxt = '0;
                mouse_ypos_save_nxt = mouse_ypos;
            end
        end
endmodule
==> results.yml <==
# implementation run metrics
flow_run:
  maxCapViolations: 0
  warnings: 47
timing:
  rsz0062_at_grt: "false"
  fmax_mhz: 283
  setup_viol: 0
  setup-tns-final_ns: 0
  slew_viol_final: 0
  worst_slew_pin_slew_ns: 0.743
  min_period_ns: 3.53
  skew_ns: 0.00792
  finalClockPeriodUsage: 0.447
  maxSlewHeadroom: 0.491
  hold_violations: 0
setup_path:
  worstPathRequired_ns: 8.12
  critPathLaunchType: "input port"
  r2r-end: "a_counter[5]$_SDFF_PP0_"
  r2r_setup_slack_ns: 4.49
  critPathMaxFanout: 43
  ff2ff_path_depth: 9
  crit_end: "counter[16]$_SDFF_PP0_"
  arrival_ns: 3.76
  crit_type: "in2reg"
  worstSetupEndpointType: "flip-flop"
  worstSetupStartpoint: "rst"
  r2r_start: "left_nxt$_SDFFE_PP0P_"
floorplanning:
  die_w_um: 127
  row_count: 45
  fp.coreArea_um2: 15300
  die_h_um: 127
  fp.dieArea_um2: 16200
  io_pins: 52
  fp-utilization: 0.412
hold_path:
  hp-start: "mouse_ypos_save[0]$_SDFFE_PP0P_"
  worstHoldPathType: "reg2reg"
run_status:
  status: "finished clean"
global_route:
  grtUsageTotal: 0.201
  grt_pass1_vias: 5203
  grt_max_degree: 44
  grt_pass1_wl_um: 25900
  grt.overflow.total: 0
  antenna_found_initial: 0
synth:
  yosys_cells: 784
  syn_area_um2: 6280
  synth_warnings: 1
  synth_flops: 87
  synth_cell_type_count: 72
  yosysMostFrequentCell: "dfxtp_1"
  yosys_area_um2: 6280
  edf_count: 0
  syn_inst: 784
  top_area_cell: "dfxtp_1"
  ys.flop_type: "dfxtp_1"
  async_reset_ff_frac: 0
  yosys-top-cells-count: "dfxtp_1, nor2_1, ha_1, inv_1, a21oi_1"
  ys_seq_share: 0.277
  top_cell_area_share: 0.277
  syn_avg_cell_area_um2: 8.01
  topCellsByArea: "dfxtp_1, ha_1, xnor2_1, nor2_1, a21oi_1"
drt:
  routed_via_density: 5.38
  route.detailed.drc: 0
  insertedDiodeCount: 0
  drt-total-wl_um: 15500
  post_drt_wl_per_cell_um: 14.9
  dr.pass1.iters: 5
  vias: 5586
  drt_iter0_markers: 282
  ant_nets: 0
pwr:
  p_per_area_nw_per_um2: 137
  ir_worst_vdd_uv: 96.0
  finalPower_mw: 0.997
  p_leak_nw: 2.89
finish:
  final_util: 0.475
  syn2layout_area_growth_pct: 15.4
  nFillCells: 1454
  comb_area_um2: 4190
  final_cells: 1038
  drive_gt1_frac: 0.0423
  seq_area_um2: 1740
clock_tree:
  cts_hold_repair.buffers: 0
  cts_max_path_buffers: 2
  cts_tree: "built"
  clkLatencyLatePin_ns: 0.35
  post_cts_buffers: 0
  h-tree-depth: 3
  numCtsBuffers: 9
  post_cts_resized: 0
  ctsRootBufferMaster: "clkbuf_16"
  cts.sinks: 87
  path_clk_slew_ns: 0.07
place:
  dp.final_hpwl_um: 11700
  dp.cells: 1022
  place_congestion: 0.907
  io_buffers: 51
worst max-delay path, stage by stage:
cell	delay, ns
clkdlybuf4s50_1	0.46
buf_4	0.40
or3_1	0.56
nor2_1	0.21
and4_1	0.22
a311oi_1	0.23
nand2_1	0.08
worst min path at each step:
stage | end | slack, ns | depth (start not counted)
6_report | mouse_ypos_save[0]$_SDFFE_PP0P_ | 0.47 | 2
4_1_cts | mouse_ypos_save[3]$_SDFFE_PP0P_ | 0.47 | 2
5_1_grt | mouse_ypos_save[0]$_SDFFE_PP0P_ | 0.51 | 2
sequential cells by signal, summed over array words and instances, names as in the netlist:
register and flops:
a 16, bounce 1, counter 21, ypos 12, left_nxt 1, mouse_ypos_save 12, xpos 12, mouse_left_prv 1
a_counter 11
per-layer routing:
layer	wire (um)	global-route usage	vias up
met1	7360	0.286	2559
met2	6920	0.327	149
met3	715	0.0260	28
met4	490	0.0532	0
met5	0	0	-
li1	-	-	2850
power breakdown:
part	leakage, nW	switching [mW]	internal, mW
Clock	0.122	0.191	0.216
Combinational	2.06	0.0553	0.0618
Sequential	0.711	0.0204	0.452
Total	2.89	0.266	0.730
stage by stage:
step	cell area (um2)	hold WS (ns)	setup WS [ns]
after CTS	7250	0.474	4.37
after detailed placement	6970	0.464	4.01
after floorplan	6280	0.440	5.08
after global routing	7250	0.507	4.18
final	7250	0.471	4.37
after global placement	6970	0.454	4.06
cell families after synthesis:
family / Yosys count / share of synthesized area
flip-flops: 87 / 0.277
XOR/XNOR: 61 / 0.0850
adder cells (fa/ha/maj): 76 / 0.154
multiplexers: 3 / 0.00498
AND/OR/NAND/NOR: 261 / 0.207
buffers and inverters: 90 / 0.0552
AND-OR/OR-AND: 206 / 0.217
placed cells by master (no fill, tap or decap), types with 25 or more instances in the layout:
master,count
o21ai_0,36
nand2_1,49
nor3_1,25
inv_1,62
clkdlybuf4s50_1,51
dfxtp_1,87
ha_1,74
nor2_1,79
xnor2_1,39
a21oi_1,59
final cells by class:
cell class	instances	area share
multi-input combinational	607	0.578
sequential	87	0.240
timing repair buffer	54	0.0735
tap	211	0.0364
inverter	63	0.0326
clock buffer	9	0.0311
clock inverter	7	0.00794
No activity file was given, so power comes from the tool's default toggle rates.
